==> /design/flow/design.v <==
module U4017
(
	input clk,      
	input clk_inh,  
	input reset,    
	output Cout,    
	output [9:0] Q  
);
reg [9:0] cnt;
initial begin 
	cnt = 10'b0000_0000_01;
end
always @( posedge(clk)) begin
  if( clk_inh == 1'b0 ) begin
    if( reset == 1'b1 ) begin
	   cnt <= 10'b0000_0000_01;
  	 end
	 else begin
	   cnt <= cnt << 1;
	   if( cnt == 10'b1000_0000_00 ) begin
		  cnt <= 10'b0000_0000_01;
		end
	 end
  end
end 
assign Q = cnt;
assign Cout = cnt < 10'b0000_1000_00 ? 1'b1 : 1'b0;
endmodule
==> /design/flow/run.sh <==
#!/bin/bash
# OpenROAD 26Q1-2900-gdf79404cd8, Yosys 0.63+post, stock flow scripts
make -C /OpenROAD-flow-scripts/flow DESIGN_CONFIG=/design/flow/config.mk WORK_HOME=/design/flow/orfs finish
==> /design/flow/config.mk <==
export PLATFORM = sky130hd
export DESIGN_NAME = U4017
export DESIGN_NICKNAME = U4017
export VERILOG_FILES = /design/flow/design.v
export SDC_FILE = /design/flow/constraint.sdc
export NUM_CORES = 4
export LEC_CHECK = 1
export CORE_AREA = 10 10 77 77
export DIE_AREA = 0 0 87 87
==> /design/flow/constraint.sdc <==
current_design U4017

set clk_period 2.0
set clk_io_pct 0.2

create_clock -name clk0 -period $clk_period [get_ports {clk}]

set non_clock_inputs [all_inputs -no_clocks]
set_input_delay [expr $clk_period * $clk_io_pct] -clock clk0 $non_clock_inputs
set_output_delay [expr $clk_period * $clk_io_pct] -clock clk0 [all_outputs]
==> flow_summary.toml <==
# yosys + openroad results
[global_routing]
grtUsageMet2_pct = 1.80
grt_use_total_pct = 2.35
first_global_vias = 282
met1_usage_pct = 3.49
grt_pass1_wl_um = 1340
overflow = 0
grt.busiest_layer = "met1"
met3_usage_pct = 3.11
antenna_found_initial = 0
grt_start_max_net_pins = 11

[setup_path]
path_cells = "buf_4 > clkdlybuf4s50_1"
r2r_slack_ns = 0.85
startpoint_type = "register"
cp-end-kind = "output port"
cp-startpoint = "cnt[5]$_SDFFCE_PP0N_"
arrival_ns = 1.23
reg2reg_depth = 3
worstSetupEndpoint = "Q[5]"
path_max_fanout = 3
slowest_stage = "edfxtp_1"
rr_startpoint = "cnt[6]$_SDFFCE_PP0N_"
cpPeakStageDelay_ns = 0.44
rr_endpoint = "cnt[0]$_SDFFCE_PP1N_"
path_class = "reg2out"
worst_ep_required_time_ns = 1.60

[power]
vdd_drop_max_v = 0.000451
p_sw_share_pct = 17.6
p_comb_share_pct = 10.0
clock_power_share_pct = 38.5
netSwitchingPower_w = 0.0000883
p_int_w = 0.000412
sequentialPowerShare_pct = 51.5
power.leakage_nw = 0.249
p_per_area_nw_per_um2 = 736

[layout]
reg.largest.list = "cnt: 10 flops"
syn_to_final_growth_pct = 69.2
post-route-util_pct = 15.6
largest_register = "cnt"
drive_gt1_share_pct = 17.8
nFillCells = 470
largest_register_ffs = 10
fin_area_sq_um = 679

[yosys]
yosysMostFrequentCell = "edfxtp_1"
synth_area_sq_um = 402
ys_cells = 25
edf_count = 10
yosysTopAreaCellShare_pct = 74.8
synth-area-yosys_sq_um = 402
ys_ff = 10
synth_cell_types = 8
ys_top_cells_by_count = "edfxtp_1, nor2b_1"
async_reset_ff_share_pct = 0
avgSynthCellArea_sq_um = 16.1
ff_type = "edfxtp_1"
yosys.stat.seqShare_pct = 74.8
synth_cells = 25
yosys_warnings = 1
topCellsByArea = "edfxtp_1, nor2b_1, nor4_2"
synth_top_cell_by_area = "edfxtp_1"

[placed_design]
place.gp.congestion = 0.774
port_buffers = 13
place_area_sq_um = 597
hpwlAfterDp_um = 700
post-place-ws_ns = 0.147

[clock_tree]
holdBufCountCts = 0
cts.htree.levels = 1
cts-root-buf = "clkbuf_8"
path_clk_slew_ns = 0.04
clock_insertion_delay_worst_skew_ns = 0.23
cts_num_sinks = 10
cts_tree = "built"
clockBufferDepth = 2
numCtsBuffers = 3

[status]
status = "completed"

[sta]
finalSetupTns_ns = 0
setup_viol = 0
worstMarginPinSlew_ns = 0.378
rsz0062_at_grt = "false"
finalHoldViolCount = 0
min_period_ns = 1.63
fin_crit_sh_pct = 81.3
timing.final.ws_setup_ns = 0.375
slew_headroom_pct = 74.8
timing.hold.ws_ns = 0.609
slew_violations = 0
fmax_mhz = 615
fin_worst_skew_ns = 0.00189

[floorplan]
rows = 24
die_y_um = 87
coreArea_sq_um = 4350
ios = 14
die_area_sq_um = 7570
initCoreUtil_pct = 9.22
die_x_um = 87

[drt]
antenna_cells = 0
via_per_inst = 2.88
drt_iter0_drc = 5
drc_errors = 0
drt_first_pass_iters = 4
wl_um = 938
wl_per_cell_um = 9.67
ant_nets = 0
vias = 279

[job]
warnings = 25
drv_cap = 0

[hold_path]
hold_path.class = "reg2reg"
[cell usage in the layout (no fill, tap or decap), drive strengths merged]
| cell type | count |
|---|---|
| clkdlybuf4s50 | 12 |
| edfxtp | 10 |
| nor2b | 9 |
| buf | 4 |
| clkbuf | 3 |
| nor4 | 1 |
| nor2 | 1 |
| nor4b | 1 |
| a31o | 1 |
| and2b | 1 |
| inv | 1 |
| dlymetal6s2s | 1 |
[worst max-delay path, delay by kind of cell (launching register included)]
family                 cells  cell delay [ns]
buffers and inverters      2             0.56
flip-flops                 1             0.44
[worst min path at each step]
| stage | from | endpoint | slack (ns) | cells after the start |
|---|---|---|---|---|
| CTS | cnt[2]$_SDFFCE_PP0N_ | cnt[3]$_SDFFCE_PP0N_ | 0.62 | 1 |
| global route | cnt[3]$_SDFFCE_PP0N_ | cnt[4]$_SDFFCE_PP0N_ | 0.64 | 1 |
| finish | cnt[2]$_SDFFCE_PP0N_ | cnt[3]$_SDFFCE_PP0N_ | 0.61 | 1 |
[per-layer routing]
layer  vias to the layer above  routed length (um)
li1                        132                   -
met1                       129                 480
met2                        18                 246
met3                         0                 210
met4                         0                   0
met5                         -                   0
[power by group through the flow]
| stage | clock (W) | combinational, W | sequential [W] |
|---|---|---|---|
| finish | 0.000193 | 0.0000501 | 0.000258 |
| global route | 0.000211 | 0.0000553 | 0.000259 |
| CTS | 0.000201 | 0.0000476 | 0.000258 |
[cell type report]
type / instances / area [sq um] / share of cell area, %
flip-flops and latches: 10 / 300 / 44.2
repair buffers: 17 / 163 / 23.9
multi-input cells: 14 / 106 / 15.7
well taps: 52 / 65.1 / 9.58
clock buffers: 3 / 41.3 / 6.08
inverters: 1 / 3.75 / 0.552
[kinds of logic after synthesis]
family	Yosys count	synth area share, %
AOI/OAI and AO/OA	1	2.18
buffers and inverters	1	0.934
DFF	10	74.8
and+or+nand+nor	13	22.1
[metrics by stage]
| stage | power, W | cells |
|---|---|---|
| detailed placement | 0.000302 | 90 |
| floorplan | 0.000266 | 25 |
| global route | 0.000525 | 97 |
| CTS | 0.000506 | 95 |
| finish | 0.000500 | 97 |
| global placement | 0.000301 | 90 |
[timing repair]
item                                    4_1_cts  5_1_grt
pin swaps                                     1        1
endpoints found under the setup margin        1        1
resized                                       1        1
cloned                                        0        0
buffers inserted                              2        2
hold endpoints to repair                      0        0
Power is estimated from default activity; no workload was simulated.
