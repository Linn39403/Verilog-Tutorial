===== design/flow/config.mk =====
export PLATFORM = sky130hd
export DESIGN_NAME = U_74595
export DESIGN_NICKNAME = U_74595
export VERILOG_FILES = /design/flow/design.v
export SDC_FILE = /design/flow/constraint.sdc
export NUM_CORES = 4
export LEC_CHECK = 1
export CORE_AREA = 10 10 70 70
export DIE_AREA = 0 0 80 80

===== design/flow/constraint.sdc =====
current_design U_74595

set clk_period 1.0
set clk_io_pct 0.2

create_clock -name clk0 -period $clk_period [get_ports {latch_clk}]
create_clock -name clk1 -period $clk_period [get_ports {shift_clk}]

set non_clock_inputs [all_inputs -no_clocks]
set_input_delay [expr $clk_period * $clk_io_pct] -clock clk0 $non_clock_inputs
set_output_delay [expr $clk_period * $clk_io_pct] -clock clk0 [all_outputs]

===== design/flow/design.v =====
module U_74595
#(parameter N=8)  
(
	input Ser_in,
	input reset,
	input latch_clk,
	input shift_clk,
	input output_en,
	output SQH,
	output [N-1:0] Q
);
reg [N:0] Latch;  
reg [N-1:0] Q_Buffer;
always @( posedge(shift_clk))
begin
	Latch <= reset ? 1'b0 : {Latch[N-1:0],Ser_in};
end
always @( posedge( latch_clk ))
begin 
	Q_Buffer <= Latch[N-1:0];
end
assign Q = output_en ? Q_Buffer : 1'bz;
assign SQH = Latch[N];
endmodule

===== design/flow/run.sh =====
#!/bin/bash
# OpenROAD 26Q1-2900-gdf79404cd8, Yosys 0.63+post, stock flow scripts
make -C /OpenROAD-flow-scripts/flow DESIGN_CONFIG=/design/flow/config.mk WORK_HOME=/design/flow/orfs finish

==> flow_metrics.tcl <==
# place-and-route summary
set metrics [dict create \
    outcome "complete, no violations" \
    peakVddDrop_mv 0.353 \
    topRoutingLayerUsed "met4" \
    crit_chain "and2_4 > buf_6" \
    grt_pass1_vias 303 \
    crit_type "reg2out" \
    syn_avg_cell_area_sq_um 13.1 \
    yosys-top-cells-count "dfxtp_1 (17), nor2b_1 (9), and2_1 (8)" \
    netlist-cell-type-count 3 \
    topCellsByArea "dfxtp_1 (76%), nor2b_1 (13%), and2_1 (11%)" \
    die_w_um 80 \
    min_from "Latch[3]" \
    dp_slack_ns -0.575 \
    post-place-cells 93 \
    synthCells 34 \
    postSynthSeqShare 0.762 \
    final-hold-violation-count 0 \
    top_area_frac 0.762 \
    ys_top_logic_family "simple AND/OR/NAND/NOR gates" \
    die_area_sq_um 6400 \
    synth-xor-area-share 0 \
    slowest_delay_ns 0.31 \
    grt_pass1_wl_um 1270 \
    reg2reg_depth 1 \
    port_buffers 12 \
    die-height_um 80 \
    antenna_cells 0 \
    ant_nets 0 \
    hold_depth 0 \
    yosysWarnings 2 \
    fin_hold_ws_ns 0.355 \
    crit_slowest_cell "dfxtp_2" \
    drv_slew 0 \
    vias_per_cell 2.78 \
    fp_util 0.131 \
    setup_viol_count_final 0 \
    comb_area_sq_um 109 \
    fin_cells 100 \
    pwr-share-comb 0.028 \
    syn_to_final_growth_pct 44.5 \
    synth_stat.cells 34 \
    overflow 0 \
    start_kind "flip-flop" \
    dr.pass1.iters 2 \
    async_flop_share 0 \
    critPathArrivalTime_ns 0.79 \
    warnings 27 \
    holdCritPathClass "reg2reg" \
    p_sw_mw 0.218 \
    yosys_area_sq_um 447 \
    rr_endpoint "Latch[2]" \
    r2r_slack_ns 0.47 \
    syn_area_sq_um 447 \
    max-slew-margin-rel 0.932 \
    synth-simple-area-share 0.238 \
    edf_count 0 \
    cp_max_fo 1 \
    p_int_mw 1.00 \
    clkSlewWorstSetupHoldPaths_ns 0.06 \
    required_ns 0.80 \
    grt_max_degree 10 \
    core_sq_um 3420 \
    wl_met2_um 270 \
    p_leak_nw 0.279 \
    layout-drive-gt1-share 0.333 \
    synthMuxAreaShare 0 \
    setup_ws_ns 0.00723 \
    drc 0 \
    grt_usage 0.0260 \
    hold_path_end "Q_Buffer[3]" \
    ys_sh_adder 0 \
    ys.flop_type "dfxtp_1" \
    hold_buffers 0 \
    power_density_nw_per_um2 1890 \
    worst_pin_slew_ns 0.102 \
    finalClockSkew_ns 0.000199 \
    swShare 0.179 \
    wl_met1_um 385 \
    rsz0062_at_grt "true" \
    row_count 21 \
    wl_per_cell_um 7.99 \
    ys.flops 17 \
    cap_viol_max_count 0 \
    clock_sinks 17 \
    pwr-share-seq 0.570 \
    synth_area_leader_cell "dfxtp_1" \
    wl_met3_um 108 \
    routabilityCongestion 0.668 \
    drt_iter0_drc 21 \
    post-synth-top-count-cell "dfxtp_1" \
    ys_sh_aoi 0 \
    num_vias 278 \
    top_level_ports 14 \
    critPathTopFamily "flip-flops" \
    antenna_found_initial 0 \
    reg2reg_from "Latch[1]" \
    final-seq-area_sq_um 342 \
    routed_wl_um 799 \
    path_buffers 1 \
    cts_tree "done" \
    pwr-share-clk 0.402 \
    fill_cells 394 \
    critPathCaptureType "primary output" \
]
[worst max path at each step]
| stage | start | endpoint | slack [ns] | cells after the start |
|---|---|---|---|---|
| 4_1_cts | Q_Buffer[0] | Q[0] | 0.004 | 2 |
| 5_1_grt | Q_Buffer[0] | Q[0] | -0.02 | 2 |
| 6_report | Q_Buffer[0] | Q[0] | 0.007 | 2 |
[placed cells by master, fill, tap and decap left out]
master,instances
dfxtp_2,1
clkbuf_4,6
and2_4,1
buf_2,7
clkbuf_2,1
dfxtp_1,16
nor2b_1,9
clkbuf_1,1
clkdlybuf4s50_1,2
buf_6,1
buf_4,1
clkdlybuf4s15_1,1
and2_1,7
[metal layers]
metal  GRT usage  vias to the layer above
li1            -                      146
met4      0.0194                        0
met5           0                        -
met1      0.0314                      116
met2      0.0281                       14
met3      0.0216                        2
[cell families after synthesis]
group,after synthesis
simple gates,17
flops,17
[registers in the layout, indices dropped and copies added, names as in the netlist]
signal,flops
Latch,9
Q_Buffer,8
[timing repair]
| action | CTS | global route |
|---|---|---|
| buffers inserted | 0 | 0 |
| gates resized | 27 | 5 |
| pin swaps | 0 | 6 |
| endpoints found under the setup margin | 9 | 8 |
[area by class of cell]
cell class / instances / area share
clock buffers: 7 / 0.0756
multi-input cells: 17 / 0.169
flip-flops and latches: 17 / 0.529
well taps: 46 / 0.0891
repair buffers: 13 / 0.138
[power by group through the flow]
| stage | clock (mW) | combinational [mW] | sequential [mW] |
|---|---|---|---|
| 4_1_cts | 0.521 | 0.0321 | 0.695 |
| 5_1_grt | 0.554 | 0.0377 | 0.696 |
| 6_report | 0.491 | 0.0336 | 0.695 |
[metrics by stage]
step	power, mW	TNS (ns)	instance area [sq um]	utilization
detailed placement	0.746	-4.54	632	0.185
floorplan	0.714	0	447	-
global placement	0.745	-4.37	632	0.185
finish	1.22	0	646	0.189
CTS	1.25	0	639	0.187
global route	1.29	-0.0259	646	0.189
Power and IR drop assume default switching activity.
