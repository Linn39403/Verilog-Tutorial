--- ./run.sh ---
#!/bin/bash
# OpenROAD 26Q1-2900-gdf79404cd8, Yosys 0.63+post, stock flow scripts
make -C /OpenROAD-flow-scripts/flow DESIGN_CONFIG=/design/flow/config.mk WORK_HOME=/design/flow/orfs finish
--- ./config.mk ---
export PLATFORM = sky130hd
export DESIGN_NAME = BarrelShifter
export DESIGN_NICKNAME = BarrelShifter
export VERILOG_FILES = /design/flow/design.v
export SDC_FILE = /design/flow/constraint.sdc
export NUM_CORES = 4
export LEC_CHECK = 1
export CORE_AREA = 10 10 76 76
export DIE_AREA = 0 0 86 86
--- ./constraint.sdc ---
current_design BarrelShifter

set clk_period 2.2
set clk_io_pct 0.2

create_clock -name clk0 -period $clk_period

set non_clock_inputs [all_inputs -no_clocks]
set_input_delay [expr $clk_period * $clk_io_pct] -clock clk0 $non_clock_inputs
set_output_delay [expr $clk_period * $clk_io_pct] -clock clk0 [all_outputs]
--- ./design.v ---
module BarrelShifter(
input[7:0] a,        
input[2:0] amt,      
input dir,           
output [7:0] y); 
wire [7:0] s0,s1;
assign s0 = ( dir ) ? (( amt[0] == 1'b1 ) ? {a [0  ],a [7:1]} :  a) :  
                      (( amt[0] == 1'b1 ) ? {a [6:0],a [7  ]} :  a) ;  
assign s1 = ( dir ) ? (( amt[1] == 1'b1 ) ? {s0[1:0],s0[7:2]} : s0) :  
                      (( amt[1] == 1'b1 ) ? {s0[5:0],s0[7:6]} : s0) ;  
assign y  = ( amt[2] == 1'b1 ) ? {s1[3:0],s1[7:4]} : s1;             
endmodule
==> results_dict.tcl <==
# yosys + openroad results
set metrics [dict create \
    run_status "finished clean" \
    die_width_um 86 \
    worst_ep_arrival_ps 1680 \
    synth_cell_type_count 16 \
    synth_top_cell_by_area "mux2i_1" \
    critical_path_buf_inv_count 5 \
    nFillCells 407 \
    vdd_ir_drop_max_uv 55.1 \
    setup_viol 0 \
    detail_route.vias_per_cell 4.83 \
    synthTopCellsByArea "mux2i_1 31%, a211oi_1 14%, nand2_1 12%" \
    timing.final.ws_setup_ps 79.0 \
    path_class "input pin to output pin" \
    openroad.warnings 32 \
    total_leakage_power_nw 0.605 \
    p_comb_share_pct 100.0 \
    grtUsageTotal_pct 7.60 \
    worst_path_largest_cell_delay_ps 200 \
    path_depth 9 \
    power.sequential.fraction_pct 0 \
    areaGrowthSynthToFinish_pct 77.9 \
    postRouteAntennaNets 0 \
    flop_area_sq_um 0 \
    pin_count_of_the_biggest_net_entering_global_routing 20 \
    post-dp-hpwl_mm 1.98 \
    netlist_area_before_placement_sq_um 764 \
    comb_area_sq_um 787 \
    max_cap_violations 0 \
    floorplan.initialDensity_pct 18.6 \
    timing.critical_path.to "y[1]" \
    layout.clock_buffers 0 \
    synth.top_cell.area_share_pct 31.4 \
    place_ws_ps -579 \
    synthCells 109 \
    timing_worst_slew_pin_value_ps 354 \
    chip_area_sq_um 7400 \
    crit_path_leading_delay_family "buffers and inverters" \
    setup_tns_ps 0 \
    final_common_cell "buf_4" \
    cts_hold_buffers 0 \
    gr-total-overflow 0 \
    share_clk_of_total_power_pct 0 \
    final-max-slew-violation-count 0 \
    crit_path_end_kind "output pin" \
    drive_gt1_share_pct 41.3 \
    yosys_cells 109 \
    n_antenna_cell 0 \
    crit_path_launch "amt[2]" \
    seq_cell_count 0 \
    top_logic_cells_by_instance_count_in_the_layout "30 x buf_4, 24 x nand2_1, 19 x mux2i_1" \
    power_report.internal_total_w 0.000165 \
    vias_in_the_first_global_route 974 \
    die_y_um 86 \
    dr.pass1.iters 4 \
    floorplan.io_pins 20 \
    layout_min_cycle_time_ps 2120 \
    critical_path.slowest_cell "clkdlybuf4s15_1" \
    detailroute.via_count 991 \
    port_buffers 20 \
    rsz0062_at_grt "no" \
    drt_iter0_drc 78 \
    synth-seq-area-share_pct 0 \
    hold_class "input pin to output pin" \
    number_of_antenna_violations_at_the_first_check_in_global_routing 0 \
    finalWirelength_mm 2.87 \
    worstPathMaxFanout 8 \
    floorplan.core_area_sq_um 4120 \
    drt-wirelength-per-cell_um 14.0 \
    first_pass_grt_wire_length_mm 4.79 \
    critical_path.cell_chain "clkdlybuf4s15_1, buf_12, xnor2_4, buf_6, buf_4, nand2_1, a21o_1, a31oi_1, buf_2" \
    placed_cell_area_sq_um 1180 \
    critical_path_required_ps 1760 \
    max-slew-margin-rel_pct 76.4 \
    tcrit_tclk_final_pct 96.4 \
    worst_hold_margin_ps 1510 \
    route.detailed.drc 0 \
    yosysWarnings 0 \
    power.net_switching_w 0.000143 \
    syn_area_per_cell_sq_um 7.01 \
    rows 23 \
    p_sw_share_pct 46.4 \
    worst_setup_path_start_kind "input pin" \
    final_instance_area_sq_um 1360 \
    ys_chip_area_sq_um 764 \
    power-per-cell-area_nw_per_um2 226 \
    hold_violations 0 \
    place.gp.congestion 0.920 \
    fmax_mhz 471 \
]
final cells by class:
type | count | area share [%]
Multi-Input combinational cell | 98 | 57.9
Timing Repair Buffer | 57 | 37.5
Tap cell | 50 | 4.60
stage by stage:
| step | util, % | std cells | total power (W) |
|---|---|---|---|
| 4_1_cts | 32.4 | 204 | 0.000298 |
| 3_5_place_dp | 28.6 | 192 | 0.000264 |
| 3_3_place_gp | 28.6 | 192 | 0.000265 |
| 5_1_grt | 33.0 | 205 | 0.000336 |
| 2_1_floorplan | - | 109 | 0.000138 |
| 6_report | 33.0 | 205 | 0.000308 |
metal layers:
layer / vias to the layer above / share of wire [%] / global-route usage, %
met5: - / 0 / 0
met4: 0 / 0 / 0.449
met2: 25 / 43 / 11.9
met1: 462 / 50 / 11.0
li1: 504 / - / -
met3: 0 / 6.6 / 1.43
how the worst min path moves through the flow:
| stage | start | to | cells past startpoint |
|---|---|---|---|
| CTS | dir | y[1] | 6 |
| finish | dir | y[1] | 6 |
| global route | dir | y[1] | 6 |
synth_stat cells:
master,number
buf_2,3
xnor2_2,1
mux2i_1,24
buf_4,1
buf_12,1
clkbuf_1,3
nor2_1,8
nand2_1,24
buf_6,2
xor2_4,1
a21o_1,8
a21oi_1,8
a211oi_1,14
a211oi_2,2
buf_1,1
a31oi_1,8
power groups by stage:
| stage | registers (W) | logic, W | clock network (W) |
|---|---|---|---|
| global route | 0 | 0.000336 | 0 |
| finish | 0 | 0.000308 | 0 |
| CTS | 0 | 0.000298 | 0 |
cells by family after synthesis:
group	Yosys count	synth area share [%]
simple gates	32	15.7
mux	24	31.4
xor+xnor	2	5.73
buf+inv	11	10.5
compound gates	40	36.7
what timing repair did:
item	CTS	global route
endpoints found under the hold margin	0	0
resized	54	9
setup endpoints to repair	8	8
gates cloned	1	0
pin swaps	13	6
setup buffers	11	1
Power and IR drop assume default switching activity.
